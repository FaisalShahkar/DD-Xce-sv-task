`design/flow/run.sh`:
```
#!/bin/bash
# OpenROAD 26Q1-2900-gdf79404cd8, Yosys 0.63+post, stock flow scripts
make -C /OpenROAD-flow-scripts/flow DESIGN_CONFIG=/design/flow/config.mk WORK_HOME=/design/flow/orfs finish
```
`design/flow/config.mk`:
```
export PLATFORM = sky130hd
export DESIGN_NAME = packet_generator
export DESIGN_NICKNAME = packet_generator
export VERILOG_FILES = /design/flow/design.v
export SDC_FILE = /design/flow/constraint.sdc
export NUM_CORES = 4
export LEC_CHECK = 1
export CORE_AREA = 10 10 70 70
export DIE_AREA = 0 0 80 80
```
`design/flow/constraint.sdc`:
```
current_design packet_generator

set clk_period 2.6
set clk_io_pct 0.2

create_clock -name clk0 -period $clk_period [get_ports {clk}]

set non_clock_inputs [all_inputs -no_clocks]
set_input_delay [expr $clk_period * $clk_io_pct] -clock clk0 $non_clock_inputs
set_output_delay [expr $clk_period * $clk_io_pct] -clock clk0 [all_outputs]
```
`design/flow/design.v`:
```
module packet_generator (
    input  logic clk,
    input  logic reset,
    input  logic start,
    input  logic ready,
    output logic valid,
    output logic [1:0] dest_addr,
    output logic [1:0] packet_type,
    output logic [7:0] payload,
    output logic eop
);
    typedef enum logic [1:0] 
    {
        DATA     = 2'b00,
        CONTROL  = 2'b01,
        RESPONSE = 2'b10,
        RESERVED = 2'b11
    } packet_type_t;
    logic [1:0] packet_state;
    logic [1:0] dest;
    logic [7:0] data;
    logic [1:0] type_packet;
    logic       end_of_packet;
    always_ff @(posedge clk or negedge reset) 
    begin
        if (!reset) begin
            packet_state <= 2'b00;
            dest <= 2'b00;
            data <= 8'b00000000;
            type_packet <= DATA;
            end_of_packet <= 0;
        end 
        else 
        begin
            if (start) 
            begin
                case (packet_state)
                    2'b00: 
                    begin
                        valid <= 1;
                        if (ready) 
                        begin
                            dest <= 2'b00;
                            type_packet <= DATA;
                            data <= data;
                            end_of_packet <= 0;
                            packet_state <= 2'b01; 
                        end
                    end
                    2'b01: 
                    begin
                        valid <= 1;
                        dest <= 2'b01;
                        type_packet <= CONTROL;
                        data <= data;
                        end_of_packet <= 0;
                        packet_state <= 2'b10;
                    end
                    2'b10: 
                    begin
                        valid <= 1;
                        dest <= 2'b10;
                        type_packet <= RESPONSE;
                        data <= data;
                        end_of_packet <= 1;
                        packet_state <= 2'b00;
                    end
                    2'b11: 
                    begin
                        valid <= 1;
                        dest <= 2'b11;
                        type_packet <= RESERVED;
                        data <= data;
                        end_of_packet <= 0;
                        packet_state <= 2'b10;
                    end
                endcase
            end 
            else 
            begin
                valid <= 0;
                end_of_packet <= 0;
            end
        end
    end
    assign dest_addr = dest;
    assign packet_type = type_packet;
    assign payload = data;
    assign eop = end_of_packet;
endmodule
```
==> results_slide.txt <==
Physical Implementation Snapshot

Die
  – Die width: 80 microns
  – I/O Pins: 18
  – Die area: 6400 sq um
  – Initial core utilization: 10.8%
  – Die height: 80 microns
  – Core footprint: 3420 sq um
  – Row count: 21

Status
  – Status: complete, no violations

Final timing
  – Fin. max-slew vios: 0
  – Fin Clk Skew: 0.00259 ns
  – RSZ-0062 raised after global routing: no
  – Highest clock rate: 622 MHz
  – Hold slack: 0.505 ns
  – Endpoints failing setup: 0
  – Fin. Hold Viols: 0
  – Final TNS setup: 0 ns
  – Crit path time final: 1.61 ns
  – Post-layout period usage: 61.9%

Power
  – Pint: 0.274 mW
  – Pwr Density: 732 nW/um^2
  – Design Power: 0.359 mW
  – Logic pwr share: 27.2%
  – Part of the power in registers: 45.8%
  – Clk pwr share: 26.9%
  – Switching Power: 0.0845 mW
  – Net Sw Frac: 23.6%
  – VDD IR-drop max: 0.110 mV
  – Pleak: 0.196 nW

Routing
  – Antenna Nets Post-Route: 0
  – Violation count after the first detailed-route iteration: 31
  – Ant. Diodes: 0
  – Via Count: 247
  – Via-per-instance ratio: 2.81
  – 1st-pass router iterations: 2
  – Total wire length: 713 microns
  – WL/cell: 8.10 microns
  – DRC: 0

Critical path
  – CP max stage delay: 0.47 ns
  – Worst EP required: 2.08 ns
  – Worst Setup SP: dest[0]$_DFFE_PN0P_
  – Crit path DAT: 1.09 ns
  – Crit Path Class: reg2out
  – CP max FO: 3
  – Worst reg2reg path depth: 3
  – Critical Path, Cell by Cell: clkdlybuf4s50_1
  – CP endpoint: packet_type[0]
  – Worst R2R Setup Slack: 1.44 ns
  – Count of buffer and inverter cells on the critical path: 1
  – Slowest CP cell: clkdlybuf4s50_1
  – Setup crit end kind: output port
  – Startpoint Class: register
  – Stages on worst setup path: 1
  – Reg2Reg Launch Point: packet_state[0]$_DFF_PN1_
  – Worst r2r dst: dest[1]$_DFFE_PN0P_
  – Top Family by Delay on Critical Path: buffers and inverters

Clocking
  – Late-Pin Clk Latency: 0.25 ns
  – Clk pin slew, worst setup/hold paths: 0.05 ns
  – TritonCTS clock tree: done
  – Post-CTS Resized: 0
  – TritonCTS Sinks: 7
  – Post-CTS Setup Inserts: 0
  – Clk root buf: clkbuf_4
  – H-tree depth: 1
  – Clk buf depth: 2
  – Hold buffers post-CTS: 0
  – CTS buffer count: 3

Cells and area
  – Non-filler instance count after layout: 88
  – Flop area: 181 sq um
  – Final core occ: 14.4%
  – Share of post-route cells with drive strength above 1: 19.0%
  – Logic area: 131 sq um
  – Syn-to-layout area delta: 32.4%
  – # fillers: 388

Worst hold path
  – HP Class: reg2reg
  – Hold path depth: 1

Flow run
  – Max Cap Violations: 0
  – Tool warnings: 25

Placed design
  – Cell total after placement: 84
  – GPL Wtd Cong: 0.753
  – I/O Buffers: 9

Yosys
  – Syn Area/Cell: 11.2 sq um
  – Yosys reg bits: 7
  – Distinct cells, synth: 18
  – Cells after Synth: 33
  – Yosys chip area: 370 sq um
  – Mapped Area: 370 sq um
  – Register area share after synthesis: 49.0%
  – Ys cells: 33
  – Yosys warns: 1

Global route
  – Gr usage total: 2.00%
  – First-pass GRT wire length: 966 microns
  – Remaining Overflow, GRT: 0
  – Largest net degree at the start of global routing: 12
  – Number of global-route vias before repair: 209
  – Initial antenna violation count: 0
-- worst min-delay path by stage --
stage | from | end | slack (ns)
final | end_of_packet$_DFFE_PN0P_ | end_of_packet$_DFFE_PN0P_ | 0.50
after global routing | dest[1]$_DFFE_PN0P_ | dest[1]$_DFFE_PN0P_ | 0.53
after CTS | end_of_packet$_DFFE_PN0P_ | end_of_packet$_DFFE_PN0P_ | 0.51
-- final cells by class --
class	count	share of cell area, %
sequential	7	37.0
multi-input combinational	21	26.8
timing repair buffer	9	18.4
tap	46	11.7
clock buffer	4	5.36
inverter	1	0.765
-- synth_stat cells --
| master | count | area (sq um) |
|---|---|---|
| a21o_2 | 1 | 8.76 |
| a22o_1 | 1 | 8.76 |
| a31o_1 | 1 | 8.76 |
| a32o_1 | 1 | 10.0 |
| and3_4 | 1 | 11.3 |
| buf_2 | 1 | 5.00 |
| buf_4 | 10 | 75.1 |
| conb_1 | 1 | 3.75 |
| dfrtp_1 | 5 | 125 |
| dfstp_2 | 1 | 26.3 |
| edfxtp_1 | 1 | 30.0 |
| inv_1 | 1 | 3.75 |
| mux2_2 | 1 | 11.3 |
| nand2_1 | 1 | 3.75 |
| nand2b_2 | 1 | 8.76 |
| nand3_1 | 1 | 5.00 |
| o211ai_1 | 2 | 15.0 |
| o21ai_0 | 2 | 10.0 |
-- per-stage QoR --
| stage | cell area [sq um] | setup WS (ns) |
|---|---|---|
| 2_1_floorplan | 397 | 1.43 |
| 3_3_place_gp | 464 | 0.920 |
| 3_5_place_dp | 464 | 0.912 |
| 4_1_cts | 490 | 0.975 |
| 5_1_grt | 490 | 0.962 |
| 6_report | 490 | 0.992 |
-- cell families after synthesis --
family / after synthesis / share of synthesized area [%]
buffers and inverters: 12 / 22.6
AOI/OAI and AO/OA: 8 / 16.6
DFF: 7 / 49.0
and+or+nand+nor: 4 / 7.77
muxes: 1 / 3.04
other: 1 / 1.01
-- layer usage --
metal  GRT usage [%]  vias to the layer above  routed length [microns]
li1                -                      116                        -
met1            2.49                      113                      324
met2            1.93                       16                      225
met3            2.39                        2                      151
met4           0.704                        0                       12
met5               0                        -                        0
-- power by group through the flow --
stage	registers [mW]	logic, mW	clock network, mW
5_1_grt	0.167	0.109	0.106
4_1_cts	0.164	0.101	0.101
6_report	0.164	0.0978	0.0967
-- placed cells by master (no fill, tap or decap), drive strengths merged --
cell           n
a22o           1
clkdlybuf4s50  9
and3           1
dfrtp          5
conb           8
nand3          1
o21ai          2
nand2b         1
mux2           1
a32o           1
nand2          1
a31o           1
inv            1
dfstp          1
edfxtp         1
a21o           1
o211ai         2
clkbuf         4
Power and IR drop assume default switching activity.
